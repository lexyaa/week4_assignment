### flow/config.mk
export PLATFORM = sky130hd
export DESIGN_NAME = top_cnt
export DESIGN_NICKNAME = top_cnt
export VERILOG_FILES = /design/flow/design.v
export SDC_FILE = /design/flow/constraint.sdc
export NUM_CORES = 4
export LEC_CHECK = 1
export CORE_AREA = 10 10 70 70
export DIE_AREA = 0 0 80 80
### flow/constraint.sdc
current_design top_cnt

set clk_period 1.2
set clk_io_pct 0.2

create_clock -name clk0 -period $clk_period [get_ports {clk}]

set non_clock_inputs [all_inputs -no_clocks]
set_input_delay [expr $clk_period * $clk_io_pct] -clock clk0 $non_clock_inputs
set_output_delay [expr $clk_period * $clk_io_pct] -clock clk0 [all_outputs]
### flow/design.v
module nco(     clk_gen,
                num,
                clk,
                rst_n    );
output          clk_gen   ;
input  [31:0]   num       ;
input           clk       ;
input           rst_n     ;
reg    [31:0]   cnt       ;
reg             clk_gen   ;
always @(posedge clk or negedge rst_n) begin
        clk_gen  <= ~clk_gen;
        if(rst_n == 1'b0) begin
                 cnt      <= 32'd0;
                 clk_gen  <= 1'd0;
        end else begin
                 if(cnt >= num/2-1) begin
                           cnt      <= 32'd0;                           
                 end else begin
                           cnt <= cnt + 1'b1;
                 end
        end
end
endmodule
module cnt60(  out,
               clk,
               rst_n );
output [5:0]   out          ;
input          clk          ;
input          rst_n        ;
reg    [5:0]   out          ;
always @(posedge clk or negedge rst_n) begin
       if(rst_n == 1'b0) begin
                out <= 6'd0;
       end else begin
                if(out >= 6'd59) begin
                       out <= 6'd0;
                end else begin
                       out <= out + 1'b1;
                end
       end
end
endmodule
module top_cnt(  out,
                 num,
                 clk,
                 rst_n  );
output [5:0]     out     ;
input  [31:0]    num     ;
input            clk     ;
input            rst_n   ;
wire             clk_gen ;
nco     nco_u0(  .clk_gen  ( clk_gen ),
                 .num      ( num     ),
                 .clk      ( clk     ),
                 .rst_n    ( rst_n   ));
cnt60   cnt_u0(  .out      ( out     ),
                 .clk      ( clk_gen ),
                 .rst_n    ( rst_n   ));
endmodule
### flow/run.sh
#!/bin/bash
# OpenROAD 26Q1-2900-gdf79404cd8, Yosys 0.63+post, stock flow scripts
make -C /OpenROAD-flow-scripts/flow DESIGN_CONFIG=/design/flow/config.mk WORK_HOME=/design/flow/orfs finish
==> ci_impl_report.md <==
## PnR job results

| Metric | Value |
|---|---|
| First-pass GRT wire length | 1.08 mm |
| Placed insts | between 70 and 80 |
| Diode count | 0 |
| Clock Skews | 0 ns |
| Power Density | around 100 mW/mm2 |
| R2R Path Start | nco_u0.clk_gen$_DFF_PN0_ |
| Total design power | between 40 and 50 uW |
| Final setup vio count | 0 |
| Worst path buffer plus inverter count | 1 |
| Port Buffer Count | 7 |
| Finished Layout Cells | just under 80 |
| Pin count of the biggest net entering global routing | 8 |
| Antenna-violating nets left | 0 |
| Peak supply drop | 60.4 uV |
| Simple share | 13.9% |
| Fin Setup TNS | 0 ns |
| Mapped Cells | 24 |
| Final hold violations | 0 |
| Count of unclocked register or latch pins | 6 |
| Rel. slew slack | approximately 84% |
| Vias in the first global route | 211 |
| Post-synthesis xor/xnor area fraction | under 10% |
| Via/cell ratio | roughly 2.6 |
| Number of unconstrained endpoints | 12 |
| Startpoint class of the critical path | register |
| GP Congestion | 0.808 |
| Top delay family on crit path | flip-flops |
| Congestion Overflow GR | 0 |
| Fin. max-slew vios | 0 |
| Max_cap viols | 0 |
| Resized cells post-CTS | 0 |
| Post-CTS Setup Inserts | 0 |
| YS chip area | between 200 and 300 um2 |
| Die Wd | roughly 80 um |
| Avg Cell Area, Syn | 12.0 um2 |
| Tool warnings | 60 |
| Kind of critical path | reg -> reg |
| Initial core utilization | under 10% |
| Die Span Y | ~80 um |
| Tmin final | a little under 0.6 ns |
| RSZ-0062 raised after global routing | no |
| DRC Markers | 0 |
| CTS clk-pin slew, worst paths | 0 ns |
| Distinct cells, synth | 14 |
| Worst-skew pair later-pin latency | 0 ns |
| First-pass DRT Iterations | 4 |
| CP arrival | 0.47 ns |
| Number of I/O pins | approximately 40 |
| Max Freq | 1680 MHz |
| Post-synth seq share | around 60% |
| Area Growth Syn to Fin | 47.0% |
| Hold_buf cts | 0 |
| Overall Global Routing Usage | under 10% |
| Final period utilization | roughly half |
| Average routed wire per standard cell | roughly 7.9 um |
| Share of cells above drive strength 1 | about a tenth |
| Worst slew pin tran | roughly 0.24 ns |
| Crit path capture type | register |
| Chip area | 0.00640 mm2 |
| Status | finished, final reports clean |
| Via count | 204 |
| Mux area share | 0% |
| Core Area | about 0.0034 mm2 |
| Critical path, cell by cell | inv_1 |
| Routed WL | just over 600 um |
| Hold Crit Class | in -> async |
| Initial DRC count | 6 |
| Crit-path max cell delay | around 0.41 ns |
| Ao+oa area frac | 13.5% |
| Cell area after synthesis | roughly 290 um2 |
| Initial antenna violation count | 0 |
| Synthesized flop and latch total | 7 |
| Crit path DRT | about 1.1 ns |
| Worst-path maximum fanout | 7 |
| Logic family by area | simple AND/OR/NAND/NOR gates |
| Yosys Warn Count | 2 |
| Setup crit start | nco_u0.clk_gen$_DFF_PN0_ |
| Ys cells | 24 |
| Core Rows | 21 |
| LEAKAGE | ~0.16 nW |
| Slowest-stage cell, CP | dfrtp_1 |
| Adder-Cell Fraction of Synth Area | 4.35% |
| Fillers | 395 |
==> sequential cells by signal, indices dropped and copies added (netlist names) <==
register	count
cnt_u0.out	6
nco_u0.clk_gen	1
==> layer usage <==
metal / wire length (um) / GRT usage [%] / vias to the layer above
met4: 0 / 0 / 0
met3: 107 / 1.14 / 0
met5: 0 / 0 / -
met2: 150 / 2.65 / 8
li1: - / - / 102
met1: 360 / 2.96 / 94
==> cells by family (layout without fill, tap and decap cells) <==
| family | Yosys count | in the layout |
|---|---|---|
| simple gates | 7 | 7 |
| fa+ha+maj | 1 | 1 |
| compound gates | 6 | 6 |
| xor+xnor | 2 | 2 |
| buf+inv | 1 | 9 |
| flops | 7 | 7 |
==> cell type report <==
cell class	count	area [um2]	area share [%]
inverter	1	3.75	0.888
multi-input combinational	16	109	25.7
sequential	7	175	41.4
tap	46	57.6	13.6
timing repair buffer	8	77.6	18.3
==> synth_stat cells <==
library cell	n	area share [%]
nand2_1	1	1.3
a21oi_1	1	1.7
nor2_1	2	2.6
o2111a_1	1	3.9
inv_1	1	1.3
xnor2_1	2	6.1
nor2_2	1	2.2
and3_2	1	2.6
o21ai_0	2	3.5
a31oi_1	2	4.3
nand4b_1	1	3.0
dfrtp_1	7	61
ha_1	1	4.3
nor2b_1	1	2.2
==> stage by stage <==
step	area, um2	hold WS, ns	worst slack [ns]	util (%)
after floorplan	288	-0.0556	0.663	-
after global placement	423	0.427	0.618	12.4
after detailed placement	423	0.421	0.610	12.4
after CTS	423	0.423	0.609	12.4
after global routing	423	0.432	0.560	12.4
final	423	0.420	0.604	12.4
==> report_power, final <==
group | internal, mW | switching [mW]
combinational | 0.00499 | 0.00494
clock | 0 | 0
sequential | 0.0341 | 0
==> cell usage in the layout (no fill, tap or decap) <==
cell type and n:
xnor2_1 2, inv_1 1, a21oi_1 1, nand2_1 1, nor2b_1 1, buf_4 1, nand4b_1 1, a31oi_1 2
nor2_2 1, o21ai_0 2, ha_1 1, clkdlybuf4s50_1 7, and3_2 1, o2111a_1 1, dfrtp_1 7, nor2_1 2
==> worst paths after layout <==
| check | endpoint | depth (start not counted) | slack (ns) |
|---|---|---|---|
| min | nco_u0.clk_gen$_DFF_PN0_ | 1 | 0.42 |
| max reg2reg | nco_u0.clk_gen$_DFF_PN0_ | 1 | 0.60 |
| max | nco_u0.clk_gen$_DFF_PN0_ | 1 | 0.60 |
| min reg2reg | nco_u0.clk_gen$_DFF_PN0_ | 1 | 0.53 |
| max in group asynchronous | nco_u0.clk_gen$_DFF_PN0_ | 1 | 0.65 |
| min in group clk0 | nco_u0.clk_gen$_DFF_PN0_ | 1 | 0.53 |
Power figures rest on the tool's default switching activity, not on a simulated workload.
